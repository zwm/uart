==> /design/flow/design.v <==
module uart_receiver (
    input                   rstn,
    input                   clk,
    input                   rx_din,
    input                   rx_en,
    input   [15:0]          baud_rate,
    input                   word_len,        
    input                   parity_en,       
    input                   parity_type,     
    input   [1:0]           stop_len,        
    input                   samp_mode,       
    input                   irda_mode,       
    input                   ign_stop,        
    output                  rx_vld_p,
    output  [7:0]           rx_byte,
    output                  rx_parity,
    output                  start_noise_p,
    output                  data_noise_p,
    output                  parity_noise_p,
    output                  stop_noise_p,
    output                  parity_err_p,
    output                  stop_err_p,
    output  [7:0]           rx_state
);
localparam RX_IDLE          = 3'd0;
localparam RX_START         = 3'd1;
localparam RX_DATA          = 3'd2;
localparam RX_PARITY        = 3'd3;
localparam RX_STOP          = 3'd4;
reg [2:0] st_curr, st_next;
reg [11:0] cnt; reg [4:0] samp_cnt;
reg [1:0] bit0_num, bit1_num; reg [2:0] data_bit_cnt;
reg parity_buf; reg [7:0] data_buf;
wire [11:0] cnt_max; wire [2:0] data_bit_max;
wire cnt_start, cnt_end, bit_end, byte_end, stop_end;
reg stop_end_sel, stop_samp_en;
wire samp_point_pre, samp_point_mid;
wire start_judg, data_judg, stop_judg;
wire bit0_noise, bit1_noise, bit_noise, bit0_err, bit1_err;
wire start_samp_clr, data_samp_clr, stop_samp_clr;
assign data_bit_max         = ~word_len & parity_en ? 3'd6 : 3'd7;  
assign cnt_max              = samp_cnt[4] ? ({8'h0, baud_rate[3:0]} - 12'd1) : (baud_rate[15:4] - 12'd1);
assign cnt_start            = cnt == 12'd0;
assign cnt_end              = cnt == cnt_max;
assign bit_end              = cnt_end && (samp_cnt == 5'd15);
assign byte_end             = data_bit_cnt == data_bit_max;
assign stop_end             = ign_stop ? (samp_cnt == 4) : stop_end_sel;
assign samp_point_pre       = irda_mode ? 1'b0 : samp_mode ? (samp_cnt == 5) : (samp_cnt == 3 || samp_cnt == 5 || samp_cnt == 7);
assign samp_point_mid       = irda_mode ? (samp_cnt == 2) : samp_mode ? (samp_cnt == 9) : (samp_cnt == 8 || samp_cnt == 9 || samp_cnt == 10);
assign start_samp_clr       = irda_mode ? samp_cnt == 1 && cnt_start : (samp_cnt == 1 || samp_cnt == 8) && cnt_start;
assign data_samp_clr        = irda_mode ? samp_cnt == 1 && cnt_start : samp_cnt == 8 && cnt_start;
assign stop_samp_clr        = data_bit_cnt == 3'd0 && samp_cnt == 1 && cnt_start;
assign start_judg           = irda_mode ? (samp_cnt == 11 && cnt == 12'd0) : (samp_cnt == 8 || samp_cnt == 11) && cnt == 12'd0;
assign data_judg            = samp_cnt == 11 && cnt == 12'd0;
assign stop_judg            = stop_end;
assign samp_val             = (irda_mode | samp_mode) ? bit1_num[0] : bit1_num[1];
assign bit0_noise           = (irda_mode | samp_mode) ? 1'b0 : (bit0_num[1] & bit1_num[0]);  
assign bit1_noise           = (irda_mode | samp_mode) ? 1'b0 : (bit1_num[1] & bit0_num[0]);  
assign bit_noise            = (irda_mode | samp_mode) ? 1'b0 : ((|bit0_num) & (|bit1_num));
assign bit0_err             = (irda_mode | samp_mode) ? 1'b0 : bit1_num[1];  
assign bit1_err             = (irda_mode | samp_mode) ? 1'b0 : bit0_num[1];  
assign parity_err           = parity_en & (^{parity_type, parity_buf, data_buf});
assign start_fail           = start_judg && bit0_err;
assign start_noise_p        = (st_curr == RX_START)     && start_judg   && bit0_noise;
assign data_noise_p         = (st_curr == RX_DATA)      && data_judg    && bit_noise;
assign parity_noise_p       = (st_curr == RX_PARITY)    && data_judg    && bit_noise;
assign stop_noise_p         = (st_curr == RX_STOP)      && stop_judg    && bit1_noise;
assign parity_err_p         = (st_curr == RX_PARITY)    && data_judg    && parity_err;
assign stop_err_p           = (st_curr == RX_STOP)      && stop_judg    && bit1_err;
assign rx_vld_p             = st_curr == RX_DATA && st_next != RX_DATA;
assign rx_byte              = data_buf;
assign rx_parity            = parity_buf;
assign rx_state[7:3]        = 5'h0;  
assign rx_state[2:0]        = st_curr[2:0];
always @(*)
    case (stop_len)
        2'd0: begin  
            stop_end_sel    = cnt_end && samp_cnt == 12;
            if (samp_mode)  stop_samp_en = cnt_end && samp_cnt == 9;
            else            stop_samp_en = cnt_end && (samp_cnt == 8 || samp_cnt == 9 || samp_cnt == 10);
        end
        2'd1: begin  
            stop_end_sel    = cnt_end && samp_cnt == 5;
            if (samp_mode)  stop_samp_en = cnt_end && samp_cnt == 3;
            else            stop_samp_en = cnt_end && (samp_cnt == 2 || samp_cnt == 3 || samp_cnt == 4);
        end
        2'd2: begin  
            stop_end_sel    = cnt_end && samp_cnt == 12 && data_bit_cnt == 3'd1;
            if (samp_mode)  stop_samp_en = cnt_end && samp_cnt == 13;
            else            stop_samp_en = cnt_end && (samp_cnt == 13 || samp_cnt == 14 || samp_cnt == 15);
        end
        default: begin
            stop_end_sel    = cnt_end && samp_cnt ==  5 && data_bit_cnt == 3'd1;
            if (samp_mode)  stop_samp_en = cnt_end && samp_cnt == 11;
            else            stop_samp_en = cnt_end && (samp_cnt == 10 || samp_cnt == 11 || samp_cnt == 12);
        end
    endcase
always @(posedge clk or negedge rstn)
    if (~rstn)
        st_curr <= RX_IDLE;
    else if (~rx_en)
        st_curr <= RX_IDLE;
    else
        st_curr <= st_next;
always @(*) begin
    st_next = st_curr;
    case (st_curr)
        RX_IDLE: begin
            if (~rx_din)
                st_next = RX_START;
        end
        RX_START: begin
            if (start_fail)
                st_next = RX_IDLE;
            else if (bit_end)
                st_next = RX_DATA;
        end
        RX_DATA: begin
            if (bit_end & byte_end)
                if (parity_en | word_len)
                    st_next = RX_PARITY;
                else
                    st_next = RX_STOP;
        end
        RX_PARITY: begin
            if (bit_end)
                st_next = RX_STOP;
        end
        RX_STOP: begin
            if (stop_end)
                st_next = RX_IDLE;
        end
        default: begin
            st_next = RX_IDLE;
        end
    endcase
end
always @(posedge clk or negedge rstn)
    if (~rstn) begin
        cnt <= 0;
        samp_cnt <= 0;
    end
    else if (st_curr == RX_IDLE && st_next == RX_START) begin
        cnt <= 0;
        samp_cnt <= 0;
    end
    else if (st_curr == RX_START || st_curr == RX_DATA || st_curr == RX_PARITY || st_curr == RX_STOP) begin
        if (cnt == cnt_max) begin
            cnt <= 0;
            if (samp_cnt == 5'd16)
                samp_cnt <= 5'd0;
            else if (samp_cnt == 5'd15 && baud_rate[3:0] == 4'h0)
                samp_cnt <= 5'd0;
            else
                samp_cnt <= samp_cnt + 1;
        end
        else begin
            cnt <= cnt + 1;
        end
    end
always @(posedge clk or negedge rstn)
    if (~rstn) begin
        bit0_num <= 0;
        bit1_num <= 0;
    end
    else if (st_curr == RX_START) begin
        if (start_samp_clr) begin
            bit0_num <= 0;
            bit1_num <= 0;
        end
        else if (cnt_end && (samp_point_pre || samp_point_mid)) begin
            bit0_num <= bit0_num + {1'b0, ~rx_din};
            bit1_num <= bit1_num + {1'b0, rx_din};
        end
    end
    else if (st_curr == RX_DATA || st_next == RX_PARITY) begin
        if (data_samp_clr) begin
            bit0_num <= 0;
            bit1_num <= 0;
        end
        else if (cnt_end && samp_point_mid) begin
            bit0_num <= bit0_num + {1'b0, ~rx_din};
            bit1_num <= bit1_num + {1'b0, rx_din};
        end
    end
    else if (st_curr == RX_STOP) begin
        if (stop_samp_clr) begin
            bit0_num <= 0;
            bit1_num <= 0;
        end
        else if (stop_samp_en) begin
            bit0_num <= bit0_num + {1'b0, ~rx_din};
            bit1_num <= bit1_num + {1'b0, rx_din};
        end
    end
always @(posedge clk or negedge rstn)
    if (~rstn) begin
        data_bit_cnt <= 0;
    end
    else if (st_curr == RX_START && st_next != RX_START) begin
        data_bit_cnt <= 0;
    end
    else if ((st_curr == RX_DATA || st_curr == RX_STOP) && bit_end) begin
        if (byte_end)
            data_bit_cnt <= 0;
        else
            data_bit_cnt <= data_bit_cnt + 1;
    end
always @(posedge clk)
    if (st_curr == RX_START && st_next != RX_START)
        data_buf <= 0;
    else if (st_curr == RX_DATA && data_judg)
        data_buf[data_bit_cnt] <= samp_val;
always @(posedge clk)
    if (st_curr == RX_START && st_next != RX_START)
        parity_buf <= 0;
    else if (st_curr == RX_PARITY && data_judg)
        parity_buf <= samp_val;
endmodule
==> /design/flow/run.sh <==
#!/bin/bash
# OpenROAD 26Q1-2900-gdf79404cd8, Yosys 0.63+post, stock flow scripts
make -C /OpenROAD-flow-scripts/flow DESIGN_CONFIG=/design/flow/config.mk WORK_HOME=/design/flow/orfs finish
==> /design/flow/config.mk <==
export PLATFORM = sky130hd
export DESIGN_NAME = uart_receiver
export DESIGN_NICKNAME = uart_receiver
export VERILOG_FILES = /design/flow/design.v
export SDC_FILE = /design/flow/constraint.sdc
export NUM_CORES = 4
export LEC_CHECK = 1
export CORE_UTILIZATION = 40
==> /design/flow/constraint.sdc <==
current_design uart_receiver

set clk_period 9.4
set clk_io_pct 0.2

create_clock -name clk0 -period $clk_period [get_ports {clk}]

set non_clock_inputs [all_inputs -no_clocks]
set_input_delay [expr $clk_period * $clk_io_pct] -clock clk0 $non_clock_inputs
set_output_delay [expr $clk_period * $clk_io_pct] -clock clk0 [all_outputs]
==> metrics.log <==
[flow] summary of implementation run
[metrics] total power density per cell area: ~120 nW/um^2
[metrics] TritonCTS Sinks: 36
[metrics] Die Y-Extent: approximately 96 um
[metrics] non-filler instance count after layout: roughly 580
[metrics] clock tree buffer depth: 2
[metrics] area of all placed cells without fillers: ~4000 um^2
[metrics] global placement routability congestion: ~0.87
[metrics] flop and latch count out of synthesis: 36
[metrics] Mapped Cells: approximately 440
[metrics] Inserted Clock Buffers: 5
[metrics] crit path time final: 7.34 ns
[metrics] Final Cycle Share: roughly 78%
[metrics] total internal power: roughly 0.00031 W
[metrics] number of I/O pins: around 52
[metrics] leakage: approximately 1.6 nW
[metrics] signal arrival time at the worst endpoint: 5.46 ns
[metrics] worst min path class: flip-flop to flip-flop
[metrics] synth cell count leaders: 46 x sky130_fd_sc_hd__nor2_1, 29 x sky130_fd_sc_hd__inv_1, 27 x sky130_fd_sc_hd__dfrtp_1, 27 x sky130_fd_sc_hd__nand2_1, 22 x sky130_fd_sc_hd__xnor2_1
[metrics] maximum clock rate: 136 MHz
[metrics] Mapped Area: 3510 um^2
[metrics] fraction of registers with async set/reset: about 75%
[metrics] path type of the worst setup path: input pin to output port
[metrics] min-delay src: data_buf[4]
[metrics] tally of nets with antenna violations remaining after routing: 0
[metrics] synth-to-layout area growth: 17.0%
[metrics] portion of synthesized cell area occupied by the leading cell type: 19.2%
[metrics] net switching component of the power: 0.000182 W
[metrics] final count of negative-setup-slack endpoints: 0
[metrics] worst endpoint required time: between 7 and 8 ns
[metrics] Core Util at FP: a little over two fifths
[metrics] Post-synth EDFFs: 0
[metrics] Die Area: approximately 9200 um^2
[metrics] endpoint of the lowest-slack register-to-register path: samp_cnt[3]
[metrics] delay of the slowest cell on the worst path: just under 0.6 ns
[metrics] final global-route overflow total: 0
[metrics] routed length per placed instance: 15.7 um
[metrics] setup repair after global routing missed its margin: false
[metrics] final tally of hold violations: 0
[metrics] sequential cell area fraction in the yosys report: between 20% and 30%
[metrics] Placed Cells: ~580
[metrics] clk_skew: roughly 0.012 ns
[metrics] Via density: 5.64
[metrics] cell with the most instances after synthesis: sky130_fd_sc_hd__nor2_1
[metrics] CP Launch Type: input pin
[metrics] Clock transition at path regs: roughly 0.08 ns
[metrics] first-pass iteration count of the detailed router: 4
[metrics] net switching share of the total power: between 30% and 40%
[metrics] Crit-path slowest cell: sky130_fd_sc_hd__clkdlybuf4s50_1
[metrics] number of DRC markers in iteration 0: ~170
[metrics] initial antenna violation count: 0
[metrics] warning total across the stage logs: 33
[metrics] cts hold-fix bufs: 0
[metrics] worst hold path cell count: 2
[metrics] post-CTS setup buffers: 0
[metrics] Reg2Reg Depth: 9
[metrics] Yosys cell types: 72
[metrics] layout cell share with drive strength beyond 1: under 10%
[metrics] cell types occupying the most area after synthesis: sky130_fd_sc_hd__dfrtp_1 19%, sky130_fd_sc_hd__ha_1 6.1%, sky130_fd_sc_hd__xnor2_1 5.5%
[metrics] count of instantiated cells in the yosys netlist: 444
[metrics] CORE AREA: roughly 8300 um^2
[metrics] worst slew pin tran: 0.519 ns
[metrics] vias post-DR: 3,295
[metrics] terminating pin of the worst hold path: data_buf[4]
[metrics] input/output buffers: 46
[metrics] Yosys warning total: 4
[metrics] count of final max-slew check failures: 0
[metrics] HPWL after detailed placement: between 7000 and 8000 um
[metrics] number of global-route vias before repair: 3,041
[metrics] routed wire length: between 9000 and 10,000 um
[metrics] first-pass GRT wire length: 15,300 um
[metrics] Most used DFF post-synth: sky130_fd_sc_hd__dfrtp_1
[metrics] count of H-tree levels built during CTS: 2
[metrics] maximum fanout encountered on the critical timing path: 11
[metrics] largest voltage drop on the vdd net: 0.0529 mV
[metrics] CTS tree: yes
[metrics] clk latency late pin: 0.29 ns
[metrics] yosys-reported design area after synthesis: ~3500 um^2
[metrics] # diodes: 0
[metrics] max-cap viol count: 0
[metrics] total cell area at the placement stage: roughly 4000 um^2
[metrics] pin count of the biggest net entering global routing: 30
[metrics] die boundary width: ~96 um
[metrics] sort of element at the end of the critical path: output port
[metrics] part of the total power dissipated in combinational logic: approximately a third
[metrics] setup tns final: 0 ns
[metrics] global-route usage over all layers: a little over a fifth
[metrics] startpoint of the most critical register-to-register path: cnt[11]
[metrics] ordered cell list for the critical path: clkdlybuf4s50_1 -> inv_1 -> ha_1 -> nor3b_1 -> xnor2_1 -> o221ai_1 -> o31a_1 -> a2111oi_4 -> and3_4 -> a22o_1 -> and3b_1 -> nor3b_1 -> clkdlybuf4s50_1
[metrics] Post-Synthesis Mean Instance Area: between 7 and 8 um^2
[metrics] register-to-register path setup slack: 6.53 ns
[metrics] relative contribution of the clock network to total power: approximately a quarter
[metrics] portion of total power attributed to sequential cells: ~41%
[metrics] drt drc: 0
[metrics] clock root buffer: sky130_fd_sc_hd__clkbuf_8
[metrics] row count: 33
[metrics] cell taking the most area after synthesis: sky130_fd_sc_hd__dfrtp_1
[metrics] worst slew slack as a fraction of its limit: between 60% and 70%
[metrics] total of cells resized after clock tree synthesis: 0
[metrics] outcome: finished clean
-- sequential cells by signal, indices dropped and copies added, names as in the netlist --
signal and cells:
parity_buf 1, bit1_num 2, bit0_num 2, data_buf 8, samp_cnt 5, st_curr 3
cnt 12, data_bit_cnt 3
-- how the worst max path moves through the flow --
| stage | startpoint | endpoint | slack (ns) | cells past startpoint |
|---|---|---|---|---|
| 5_1_grt | baud_rate[0] | stop_noise_p | 1.77 | 14 |
| 4_1_cts | baud_rate[4] | stop_noise_p | 2.06 | 13 |
| 6_report | baud_rate[4] | stop_noise_p | 2.06 | 13 |
-- power groups by stage --
stage	combinational [W]	clock, W	sequential [W]
finish	0.000171	0.000120	0.000201
global route	0.000193	0.000130	0.000206
CTS	0.000172	0.000125	0.000201
-- area by class of cell --
class / count / area, um^2
Sequential cell: 36 / 856
Tap cell: 105 / 131
Multi-Input combinational cell: 352 / 2400
Timing Repair Buffer: 53 / 513
Inverter: 30 / 113
Clock buffer: 6 / 82.6
Clock inverter: 2 / 12.5
Fill cell: 804 / 4230
-- per-layer routing --
metal  vias up  global-route usage (%)  part of all wire, %
li1       1670                       -                    -
met1      1564                    35.6                   51
met2        53                    33.0                   44
met3         8                    2.19                  3.5
met4         0                    1.74                 0.93
met5         -                       0                    0
-- per-stage QoR --
stage | total power [W] | setup WS, ns | util, % | hold WS (ns)
final | 0.000493 | 2.06 | 49.3 | 0.547
after global routing | 0.000529 | 1.77 | 49.3 | 0.592
after CTS | 0.000497 | 2.06 | 49.3 | 0.555
after detailed placement | 0.000375 | 2.07 | 48.1 | 0.537
after global placement | 0.000373 | 2.12 | 48.1 | 0.528
after floorplan | 0.000315 | 3.42 | - | 0.484
-- cell families (layout without fill, tap and decap cells) --
| family | after synthesis | after routing | share of synthesized area, % |
|---|---|---|---|
| other cells | 1 | 5 | 0.107 |
| flops | 36 | 36 | 24.4 |
| xor+xnor | 29 | 29 | 7.45 |
| simple gates | 177 | 177 | 28.4 |
| fa+ha+maj | 17 | 17 | 6.06 |
| mux | 10 | 10 | 2.92 |
| buf+inv | 60 | 91 | 7.66 |
| compound gates | 114 | 114 | 23.1 |
-- cell usage in the layout (no fill, tap or decap), types with 17 or more instances in the layout --
master / netlist / final
sky130_fd_sc_hd__xnor2_1: 22 / 22
sky130_fd_sc_hd__o21ai_0: 21 / 21
sky130_fd_sc_hd__inv_1: 29 / 29
sky130_fd_sc_hd__nand2_1: 27 / 27
sky130_fd_sc_hd__ha_1: 17 / 17
sky130_fd_sc_hd__a21oi_1: 19 / 19
sky130_fd_sc_hd__nor2_1: 46 / 46
sky130_fd_sc_hd__clkdlybuf4s50_1: 0 / 46
sky130_fd_sc_hd__nand3_1: 18 / 18
sky130_fd_sc_hd__dfrtp_1: 27 / 27
-- critical path: cells and delay by family --
kind	cells	cell delay, ns
xor+xnor	1	0.15
simple gates	4	0.99
fa+ha+maj	1	0.34
buf+inv	3	1.22
compound gates	4	0.88
Power and IR drop assume default switching activity.
